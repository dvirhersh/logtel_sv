===== ./run.sh =====
#!/bin/bash
# OpenROAD 26Q1-2900-gdf79404cd8, Yosys 0.63+post, stock flow scripts
make -C /OpenROAD-flow-scripts/flow DESIGN_CONFIG=/design/flow/config.mk WORK_HOME=/design/flow/orfs finish

===== ./config.mk =====
export PLATFORM = sky130hd
export DESIGN_NAME = LED_manager_sv
export DESIGN_NICKNAME = LED_manager_sv
export VERILOG_FILES = /design/flow/design.v
export SDC_FILE = /design/flow/constraint.sdc
export NUM_CORES = 4
export LEC_CHECK = 1
export CORE_AREA = 10 10 79 79
export DIE_AREA = 0 0 89 89

===== ./constraint.sdc =====
current_design LED_manager_sv

set clk_period 1.0
set clk_io_pct 0.2

create_clock -name clk0 -period $clk_period [get_ports {clock}]

set non_clock_inputs [all_inputs -no_clocks]
set_input_delay [expr $clk_period * $clk_io_pct] -clock clk0 $non_clock_inputs
set_output_delay [expr $clk_period * $clk_io_pct] -clock clk0 [all_outputs]

===== ./design.v =====
`timescale 1ns / 1ps
module LED_manager_sv(
    input  logic [7:0] Channel_1_data,
    input  logic [7:0] Channel_2_data,
    input  logic       Channel_1_enable,
    input  logic       Channel_2_enable,
    input  logic       selector,
    input  logic       clock,
    input  logic       reset,
    output logic [7:0] data_out
);
    logic [7:0] Channel_1_register_data;
    logic [7:0] Channel_2_register_data;
    logic [7:0] mux_data_selected;
    register8_sv regCh1_sv (
        .clock    (clock),
        .reset    (reset),
        .enable   (Channel_1_enable),
        .data_in  (Channel_1_data),
        .data_out (Channel_1_register_data)
    );
    register8_sv regCh2_sv (
        .clock    (clock),
        .reset    (reset),
        .enable   (Channel_2_enable),
        .data_in  (Channel_2_data),
        .data_out (Channel_2_register_data)
    );
    always_comb begin
        case (selector)
            1'b0: mux_data_selected = Channel_1_register_data;
            1'b1: mux_data_selected = Channel_2_register_data;
            default: mux_data_selected = 8'b0;
        endcase
    end
    always_ff @(posedge clock) begin
        data_out <= mux_data_selected;
    end
endmodule
`timescale 1ns / 1ps
module register8_sv (
    input  logic        clock,
    input  logic        reset,
    input  logic        enable,
    input  logic [7:0]  data_in,
    output logic [7:0]  data_out
);
    always_ff @(posedge clock) begin
        if (reset)
            data_out <= 8'b0;
        else if (enable)
            data_out <= data_in;
    end
endmodule

==> results.json <==
{
  "whs_endpoint": "data_out[2]$_DFF_P_",
  "hold_path.class": "flop to flop",
  "p_total_uw": 1830,
  "fin_ws_ps": 25.7,
  "firstDrtPassIters": 2,
  "wl_per_cell_um": 11.9,
  "areaGrowthSynthToFinish_pct": 48.1,
  "cp_cell_sequence": "clkdlybuf4s50_1, buf_12, mux2i_2, nor2_1",
  "numClockSinks": 24,
  "clock-root-buffer": "clkbuf_8",
  "period_needed_ps": 974,
  "busiest_layer": "met2",
  "yosys_area_um2": 871,
  "critical_path.max_stage_delay_ps": 510,
  "ant_nets": 0,
  "initCoreUtil_pct": 18.7,
  "p_comb_share_pct": 14.9,
  "postSynthSeqShare_pct": 55.2,
  "largest_area_cell": "dfxtp_1",
  "drc": 0,
  "insertedDiodeCount": 0,
  "hp-start": "regCh1_sv.data_out[2]$_SDFFE_PP0P_",
  "grt_pass1_vias": 638,
  "top_area_share_pct": 55.2,
  "cts_buffer_depth": 2,
  "numPortBuffers": 28,
  "rows": 25,
  "design.core.area_um2": 4660,
  "startpoint_type": "input port",
  "insertion_delay_ps": 250,
  "track_usage_pct": 5.01,
  "r2r_end": "data_out[4]$_DFF_P_",
  "peakVddDrop_uv": 466,
  "leakage_uw": 0.000562,
  "lay_top_cells": "clkdlybuf4s50_1, dfxtp_1, nor2_1, mux2i_1",
  "r2r_slack_ps": 320,
  "die_height_um": 89,
  "p_seq_share_pct": 57.2,
  "status": "complete, no violations",
  "switching_share_pct": 19.1,
  "dieWidth_um": 89,
  "crit_fanout": 8,
  "grt_antenna_before_repair": 0,
  "cts_tree": "done",
  "fin_cells": 155,
  "area_leaders": "dfxtp_1, mux2i_1, mux2_4",
  "slowest_stage": "clkdlybuf4s50_1",
  "htreeDepth": 1,
  "cellPowerDensity_nw_per_um2": 1420,
  "required_ps": 1150,
  "wirelength_um": 1840,
  "warning_count": 25,
  "r2r-start": "regCh1_sv.data_out[4]$_SDFFE_PP0P_",
  "worst_slew_pin_slew_ps": 141,
  "vias_per_cell": 3.59,
  "worst-setup-path-type": "input port to flop",
  "grt_pass1_wl_um": 3050,
  "tns_ps": 0,
  "rsz0062_at_grt": "false",
  "grt_max_degree": 13,
  "drv_slew": 0,
  "setup-violations-final": 0,
  "clock.fmax_mhz": 1030,
  "end_kind": "flop",
  "die_area_um2": 7920,
  "clkPwrFrac_pct": 28.0,
  "vias": 556,
  "numCtsBuffers": 3,
  "final_layout_size_suffix_gt1_share_pct": 23.8,
  "grt_overflow": 0,
  "final_area_um2": 1290,
  "ios": 29,
  "post_cts_buffers": 0,
  "finalHoldViolations": 0,
  "dr.first_iter.drc_count": 13,
  "syn_inst": 69,
  "synth-seq-cells": 24,
  "synth_area_um2": 871,
  "whs_path_depth": 1,
  "use_met3_pct": 3.03,
  "grtUsageMet2_pct": 8.98,
  "internal_power_uw": 1480,
  "synth_area_per_cell_um2": 12.6,
  "cp.arrival_ps": 1120,
  "place_congestion": 0.699,
  "yosys_warnings": 2,
  "cap_violations": 0,
  "clk_pin_slew_ps": 70,
  "fin_skew_ps": 0.471,
  "p_switching_uw": 350,
  "layout.cells.most_common": "clkdlybuf4s50_1",
  "slew_headroom_pct": 90.3,
  "placed_cell_area_um2": 1240,
  "finalCritPeriodShare_pct": 97.4,
  "dp_cells": 152,
  "place_ws_ps": -275,
  "gr-usage-met1_pct": 5.05,
  "yosys_cells": 69,
  "ys_types": 6,
  "rr_worst_depth": 1
}
[worst max-delay path by stage]
stage | startpoint | end | depth (start not counted)
after CTS | data_out[6]$_DFF_P_ | data_out[6] | 1
final | Channel_2_enable | regCh2_sv.data_out[7]$_SDFFE_PP0P_ | 4
after global routing | Channel_2_enable | regCh2_sv.data_out[7]$_SDFFE_PP0P_ | 4
[layer usage]
metal | up-vias | part of all wire [%] | routed length, um
li1 | 291 | - | -
met1 | 247 | 38 | 694
met2 | 16 | 49 | 896
met3 | 2 | 13 | 237
met4 | 0 | 0.49 | 9
met5 | - | 0 | 0
[metrics by stage]
step                util (%)  hold WS [ps]
CTS                     27.5           488
global route            27.7           503
floorplan                  -           347
detailed placement      26.6           469
global placement        26.6           465
finish                  27.7           486
[state kept, by name (all words and copies together), names as in the netlist]
name	cells
data_out	8
regCh2_sv.data_out	8
regCh1_sv.data_out	8
[repair_timing]
action / in CTS / in global routing
setup endpoints to repair: 16 / 4
hold buffers: 0 / 0
hold endpoints to repair: 0 / 0
gates resized: 19 / 5
[Yosys cell counts]
| library cell | count |
|---|---|
| dfxtp_1 | 24 |
| clkbuf_2 | 1 |
| buf_6 | 4 |
| nor2_1 | 16 |
| mux2i_1 | 16 |
| mux2_4 | 8 |
[area by class of cell]
cell class,instances,area (um2)
Clock buffer,3,41.3
Fill cell,455,3370
Multi-Input combinational cell,40,344
Sequential cell,24,488
Tap cell,54,67.6
Timing Repair Buffer,34,349
[kinds of logic after synthesis]
group	count (synthesis)	share of synthesized area [%]
mux	24	32.2
flops	24	55.2
buf+inv	5	5.75
simple gates	16	6.90
[worst max-delay path: cells and delay by family]
family	cells	cell delay (ps)
buffers and inverters	2	660
multiplexers	1	210
AND/OR/NAND/NOR	1	50
[power by group through the flow]
stage         Clock [uW]  Combinational (uW)  Sequential [uW]
finish               512                 272             1050
global route         589                 297             1060
CTS                  541                 274             1050
