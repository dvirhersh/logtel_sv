==> design.v <==
module parking_lot (
    input  logic        CLOCK,
    input  logic        RESET,
    input  logic        CI,
    input  logic        CO,
    output logic [9:0]  PS,
    output logic        Enable
);
    localparam int max_capacity = 1000;
    logic CI_in_sync, CO_in_sync;
    logic previous_ci, previous_co;
    logic [9:0] counter;
    always_ff @(posedge CLOCK) begin
        CI_in_sync <= CI;
        CO_in_sync <= CO;
    end
    always_ff @(posedge CLOCK) begin
        if (RESET) begin
            counter     <= 10'd0;
            previous_ci <= 1'b0;
            previous_co <= 1'b0;
        end else begin
            previous_ci <= CI_in_sync;
            previous_co <= CO_in_sync;
            if (CI_in_sync && !previous_ci && counter < max_capacity)
                counter <= counter + 1;
            if (CO_in_sync && !previous_co && counter > 0)
                counter <= counter - 1;
        end
    end
    assign PS     = counter;
    assign Enable = (counter < max_capacity);
endmodule
==> run.sh <==
#!/bin/bash
# OpenROAD 26Q1-2900-gdf79404cd8, Yosys 0.63+post, stock flow scripts
make -C /OpenROAD-flow-scripts/flow DESIGN_CONFIG=/design/flow/config.mk WORK_HOME=/design/flow/orfs finish
==> config.mk <==
export PLATFORM = sky130hd
export DESIGN_NAME = parking_lot
export DESIGN_NICKNAME = parking_lot
export VERILOG_FILES = /design/flow/design.v
export SDC_FILE = /design/flow/constraint.sdc
export NUM_CORES = 4
export LEC_CHECK = 1
export CORE_AREA = 10 10 85 85
export DIE_AREA = 0 0 95 95
==> constraint.sdc <==
current_design parking_lot

set clk_period 6.3
set clk_io_pct 0.2

create_clock -name clk0 -period $clk_period [get_ports {CLOCK}]

set non_clock_inputs [all_inputs -no_clocks]
set_input_delay [expr $clk_period * $clk_io_pct] -clock clk0 $non_clock_inputs
set_output_delay [expr $clk_period * $clk_io_pct] -clock clk0 [all_outputs]
==> results.sh <==
# physical design summary
export IMPL_worst_setup_path_type="register to register"
export IMPL_area_growth_syn_to_layout_pct=27.9
export IMPL_timing_final_crit_share_pct=50.8
export IMPL_vias=741
export IMPL_total_power_mw=0.541
export IMPL_grt_pass1_wl_mm=3.57
export IMPL_grt_antenna_before_repair=0
export IMPL_launching_element_type_of_the_critical_path="register"
export IMPL_post_route_worst_setup_slack_ns=3.10
export IMPL_grt_start_max_net_pins=16
export IMPL_grt_total_usage_pct=4.95
export IMPL_final_antenna_net_count=0
export IMPL_rsz0062_at_grt="false"
export IMPL_ys_seq_share_pct=31.5
export IMPL_ys_seq_elements=14
export IMPL_drv_cap=0
export IMPL_buffer_ports_inserted=14
export IMPL_die_h_microns=95
export IMPL_dieWidth_microns=95
export IMPL_power_static_leakage_nw=0.456
export IMPL_detailedPlacementHpwl_mm=1.58
export IMPL_clk_pin_slew_ns=0.06
export IMPL_clockBufferDepth=2
export IMPL_drtIter0Drc=51
export IMPL_lay_top_count="sky130_fd_sc_hd__nor2_1"
export IMPL_layout_top_cells="17 x sky130_fd_sc_hd__nor2_1, 14 x sky130_fd_sc_hd__dfxtp_1, 14 x sky130_fd_sc_hd__clkdlybuf4s50_1"
export IMPL_setup_violations=0
export IMPL_cell_at_the_root_of_the_clock_tree="sky130_fd_sc_hd__clkbuf_8"
export IMPL_ys_async_sr_fraction_pct=0
export IMPL_placement_rows=27
export IMPL_cts_num_sinks=14
export IMPL_cts_hold_buffers_added=0
export IMPL_post_synth_num_cell_types=32
export IMPL_power_per_cell_area_nw_per_um2=475
export IMPL_tritoncts="done"
export IMPL_number_of_enable_type_register_cells_in_the_synthesized_netlist=0
export IMPL_cts_buffers_inserted=3
export IMPL_io_pins=15
export IMPL_tightestPinTransition_ns=0.855
export IMPL_detailedRoute_firstPassIterationCount=4
export IMPL_post_cts_resize_count=0
export IMPL_drive_gt1_share_pct=6.19
export IMPL_synthesis_area_per_instance_sq_um=9.00
export IMPL_dieArea_sq_um=9030
export IMPL_syn_instance_count=99
export IMPL_routabilityCongestion=0.788
export IMPL_core_region_area_sq_um=5470
export IMPL_period_minus_slack_ns=3.20
export IMPL_worst_setup_path_end_kind="register"
export IMPL_post_cts_setup_buffers=0
export IMPL_timing_hold_worst_endpoint="previous_co"
export IMPL_worst_clk_skew_ns=0.00570
export IMPL_htree_levels=1
export IMPL_yosysCellCount=99
export IMPL_vdd_drop_max_v=0.000122
export IMPL_hold_class="register to register"
export IMPL_vias_per_cell=4.01
export IMPL_antennaDiodeCount=0
export IMPL_pre_cts_ws_ns=3.11
export IMPL_clock_latency_late_pin_ns=0.24
export IMPL_synth_warnings=1
export IMPL_route_detailed_wl_per_inst_microns=11.3
export IMPL_yosys_stat_area_sq_um=891
export IMPL_cp_max_fo=12
export IMPL_fin_setup_tns_ns=0
export IMPL_total_count_of_hold_check_failures_in_the_final_report=0
export IMPL_warnings=25
export IMPL_slew_viol_final=0
export IMPL_outcome="complete, no violations"
export IMPL_internal_reg_to_reg_setup_slack_ns=3.10
export IMPL_worst_hold_path_num_cells=2
export IMPL_worstRegToRegCells=9
export IMPL_route_final_wire_length_mm=2.10
export IMPL_flop_cell="sky130_fd_sc_hd__dfxtp_1"
export IMPL_slew_headroom_pct=43.0
export IMPL_fp_util_pct=16.3
export IMPL_grt_ovfl_total=0
export IMPL_crit_reg2reg_launch="counter[0]"
export IMPL_timing_critical_path_required_ns=6.43
export IMPL_timing_hold_worst_start="CO_in_sync"
export IMPL_arrival_ns=3.33
export IMPL_capturing_point_of_the_worst_reg2reg_path="counter[9]"
export IMPL_grt_pass1_vias=729
export IMPL_fmaxAchievable_mhz=312
export IMPL_number_of_remaining_drc_errors=0
export IMPL_netlist_area_sq_um=891
export IMPL_fillers=609
## report_power, final
group          switching, mW  internal (mW)  total, mW  leakage [nW]
Sequential            0.0407          0.118      0.159         0.116
Clock                 0.0309         0.0423     0.0732        0.0216
Combinational          0.146          0.163      0.309         0.318
## synthesized netlist by cell type, drive strengths merged (2+ instances only)
cell,count,share of area [%]
mux2i,6,6.7
buf,2,2.1
nand2b,2,1.4
nor4,2,1.4
nand2,6,2.5
a21o,2,1.7
o21ai,3,1.7
nor2b,4,2.8
ha,8,11
a21oi,9,6.3
dfxtp,14,31
xnor2,5,4.9
nor2,17,7.2
a211oi,3,2.5
a311oi,2,2.7
## cell families (layout without fill, tap and decap cells)
kind of cell             count (synthesis)  after routing  share of synthesized area [%]
AND-OR/OR-AND                           23             23                           18.7
XOR/XNOR                                 6              6                           5.90
adder cells (fa/ha/maj)                  9              9                           13.5
buffers and inverters                    4             18                           2.95
flip-flops                              14             14                           31.5
multiplexers                             7              7                           8.01
AND/OR/NAND/NOR                         36             36                           19.5
## per-stage QoR
| stage | util, % | std cells | hold slack [ns] | cell area (sq um) |
|---|---|---|---|---|
| global route | 20.8 | 185 | 0.481 | 1140 |
| global placement | 20.1 | 182 | 0.452 | 1100 |
| finish | 20.8 | 185 | 0.456 | 1140 |
| detailed placement | 20.1 | 182 | 0.456 | 1100 |
| floorplan | - | 99 | 0.435 | 891 |
| CTS | 20.8 | 185 | 0.460 | 1140 |
## worst max-delay path by stage
stage	from	endpoint	depth (start not counted)
after CTS	counter[0]	counter[9]	9
after global routing	counter[0]	counter[9]	9
final	counter[0]	counter[9]	9
## worst max-delay path, cell delays in order (launching register included)
cell	delay [ns]
sky130_fd_sc_hd__dfxtp_1	0.47
sky130_fd_sc_hd__nor4_1	0.11
sky130_fd_sc_hd__a311oi_2	0.78
sky130_fd_sc_hd__ha_1	0.43
sky130_fd_sc_hd__a21oi_2	0.15
sky130_fd_sc_hd__nor2b_1	0.05
sky130_fd_sc_hd__a311o_1	0.39
sky130_fd_sc_hd__a21oi_2	0.16
sky130_fd_sc_hd__mux2i_1	0.21
sky130_fd_sc_hd__mux2_1	0.33
## metal layers
| metal | up-vias | routed length [microns] | share of wire, % | global-route usage [%] |
|---|---|---|---|---|
| li1 | 391 | - | - | - |
| met1 | 334 | 1090 | 52 | 7.07 |
| met2 | 14 | 871 | 42 | 7.27 |
| met3 | 2 | 124 | 5.9 | 1.92 |
| met4 | 0 | 12 | 0.57 | 0.249 |
| met5 | - | 0 | 0 | 0 |
## state kept, by name, summed over array words and instances, names as in the netlist
name / count
CO_in_sync: 1
counter: 10
previous_ci: 1
previous_co: 1
CI_in_sync: 1
## cell type report
class / instances / area, sq um / share of cell area, %
clock buffer: 3 / 41.3 / 3.62
inverter: 1 / 3.75 / 0.329
multi-input combinational: 81 / 584 / 51.3
sequential: 14 / 280 / 24.6
tap: 72 / 90.1 / 7.90
timing repair buffer: 14 / 140 / 12.3
Power and IR drop assume default switching activity.
