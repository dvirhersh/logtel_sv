==> ./design.v <==
`timescale 1ns / 1ps
module register8(
    input clock,
    input reset,
    input enable,
    input [7:0] data_in,
    output reg [7:0] data_out
    );
    always @(posedge clock) begin
        if (reset) begin
            data_out <= 8'b0;
        end else if (enable) begin
            data_out <= data_in;
        end
    end
endmodule
`timescale 1ns / 1ps
module LED_manager(
    input  wire [7:0] Channel_1_data,
    input  wire [7:0] Channel_2_data,
    input  wire       Channel_1_enable,
    input  wire       Channel_2_enable,
    input  wire       selector,
    input  wire       clock,
    input  wire       reset,
    output reg  [7:0] data_out
);
    wire [7:0] Channel_1_register_data;
    wire [7:0] Channel_2_register_data;
    reg  [7:0] mux_data_selected;
    register8 regCh1 (
        .clock(clock),
        .reset(reset),
        .enable(Channel_1_enable),
        .data_in(Channel_1_data),
        .data_out(Channel_1_register_data)
    );
    register8 regCh2 (
        .clock(clock),
        .reset(reset),
        .enable(Channel_2_enable),
        .data_in(Channel_2_data),
        .data_out(Channel_2_register_data)
    );
    always @(*) begin
        case (selector)
            1'b0: mux_data_selected = Channel_1_register_data;
            1'b1: mux_data_selected = Channel_2_register_data;
            default: mux_data_selected = 8'b0;
        endcase
    end
    always @(posedge clock) begin
        data_out <= mux_data_selected;
    end
endmodule
==> ./run.sh <==
#!/bin/bash
# OpenROAD 26Q1-2900-gdf79404cd8, Yosys 0.63+post, stock flow scripts
make -C /OpenROAD-flow-scripts/flow DESIGN_CONFIG=/design/flow/config.mk WORK_HOME=/design/flow/orfs finish
==> ./config.mk <==
export PLATFORM = sky130hd
export DESIGN_NAME = LED_manager
export DESIGN_NICKNAME = LED_manager
export VERILOG_FILES = /design/flow/design.v
export SDC_FILE = /design/flow/constraint.sdc
export NUM_CORES = 4
export LEC_CHECK = 1
export CORE_AREA = 10 10 99 99
export DIE_AREA = 0 0 109 109
==> ./constraint.sdc <==
current_design LED_manager

set clk_period 1.4
set clk_io_pct 0.2

create_clock -name clk0 -period $clk_period [get_ports {clock}]

set non_clock_inputs [all_inputs -no_clocks]
set_input_delay [expr $clk_period * $clk_io_pct] -clock clk0 $non_clock_inputs
set_output_delay [expr $clk_period * $clk_io_pct] -clock clk0 [all_outputs]
==> changes_impl.md <==
## Implementation

* Via count at around 550
* CP max stage cell: clkdlybuf4s50_1
* I/O pin count at 29
* Max stage delay on crit path at 0.46 ns
* Max_cap viols at 0
* Mapped Avg Cell Area at roughly 13 sq um
* # diodes at 0
* Fraction of layout cells with a size suffix above 1 at 17.0%
* CTS tree: built
* Worst path buffer plus inverter count at 1
* Post-route setup TNS at 0 ns
* Tally of buffers added on design ports at 28
* Yosys synthesis chip area at roughly 870 sq um
* Reg2reg path depth at 1
* Family with the most delay on the worst path: buffers and inverters
* RSZ-0062 raised after global routing: false
* Levels on crit path at 1
* Total GRT Usage at under 10%
* Wire length per cell at roughly 10 microns
* FP Core Util at 11.3%
* Largest net degree at the start of global routing at 17
* Starting DRT DRC Count at 20
* Fillers at 830
* Tmin final at 1.33 ns
* Warnings from Yosys at 2
* Fmax at 754 MHz
* VDD IR max at approximately 0.34 mV
* CP max FO at 1
* # Cells Yosys at just under 70
* Log Warnings at 25
* Critical Path Start Type: register
* Worst hold-check path type: register to register
* Root Driver: clkbuf_8
* DRC errors left at 0
* Setup repair bufs after CTS at 0
* Hold Violations, Final at 0
* GRT overflow at 0
* Post-synth top cells: dfxtp_1, mux2i_1, nor2_1, mux2_4, buf_6
* Most common cell in the netlist: dfxtp_1
* Max Root-Sink Buffers at 2
* Gpl congestion at roughly 0.73
* Die Wd at between 100 and 150 microns
* Antenna violations before repair at 0
* Setup CP Type: register to primary output
* Logic area at ~340 sq um
* Critical path data required time at 1.12 ns
* Worst Skew at 0.000817 ns
* Biggest area cells: dfxtp_1, mux2i_1, mux2_4
* Post-synthesis instance total at around 70
* Critical Path Sink: data_out[6]
* Main flop type: dfxtp_1
* Area leader, netlist: dfxtp_1
* Synth-to-layout area growth at 55.9%
* Power Density at between 1000 and 1500 nW/um^2
* Top-area cell share at a little under three fifths
* Core Area at 7730 sq um
* CTS buffer count at 3
* Pre-antenna DRT Iters at 3
* Htree depth at 1
* R2r startpoint: regCh1.data_out[1]
* Rows at 32
* Vias per cell at 2.72
* Power Total at around 1400 uW
* Setup Viol. Count Final at 0
* Clock sinks at 24
* Endpoint type of the worst setup path: primary output
* Routed WL at around 2100 microns
* Crit path launch: data_out[6]
* Worst slew pin tran at 0.142 ns
* Final period utilization at 94.7%
* R2R Path End: data_out[1]
* Cell Area, Synth at 871 sq um
* First-pass GRT wire length at 3170 microns
* Die Area at 11900 sq um
* LEAKAGE at 0.000586 uW
* Async S/R FF share, synth at 0%
* Synth Seq Share at between 50% and 60%
* Post-DRT Antenna Nets at 0
* HPWL Detailed at roughly 1600 microns
* Run status: completed
* CP cell instances: clkdlybuf4s50_1
* Die Y at 109 microns
* Vias in the first global route at 561
* Worst EP arrival at 1.05 ns
* Flops out of synthesis at 24
* Clk Latency, worst-skew pair at approximately 0.26 ns
* Slew Limit Fails at 0
* Reg2Reg Setup Slack at 0.72 ns
* EDFF count, synth at 0
* Slew HR at roughly nine tenths
* FF+latch area at slightly below 500 sq um
* Clk pin slew, worst setup/hold paths at about 0.08 ns
* Unique cell types at 6
[power by group]
part / internal [uW] / total (uW) / switching (uW)
Combinational: 143 / 203 / 59.3
Sequential: 727 / 744 / 17.7
Clock: 250 / 448 / 198
Total: 1120 / 1400 / 275
[cells in the final DEF, fill, tap and decap left out]
cell,Yosys,final
buf_4,0,1
buf_12,0,3
nor2_1,16,16
dlymetal6s2s_1,0,2
mux2_4,8,8
dfxtp_1,24,23
clkdlybuf4s50_1,0,26
dfxtp_2,0,1
mux2i_1,16,16
clkbuf_8,0,4
[cells by family (layout without fill, tap and decap cells)]
family,count (synthesis),in the layout,share of synthesized area (%)
buf+inv,5,36,5.75
simple gates,16,16,6.90
mux,24,24,32.2
flops,24,24,55.2
[per-layer routing]
layer / wire [microns] / global-route usage, % / vias up
li1: - / - / 290
met1: 916 / 4.50 / 235
met2: 854 / 5.01 / 22
met3: 305 / 2.45 / 2
met4: 12 / 0.282 / 0
met5: 0 / 0 / -
[how the worst min path moves through the flow]
stage                 slack [ns]  cells after the start           to               start
after CTS                   0.49                      1  data_out[0]  regCh1.data_out[0]
after global routing        0.50                      1  data_out[0]  regCh1.data_out[0]
final                       0.49                      1  data_out[0]  regCh1.data_out[0]
[stage by stage]
step / util [%] / hold WS (ns) / instances / setup slack [ns] / cell area [sq um]
5_1_grt: 17.6 / 0.500 / 202 / 0.0105 / 1360
4_1_cts: 17.5 / 0.489 / 202 / 0.0283 / 1350
6_report: 17.6 / 0.487 / 202 / 0.0741 / 1360
3_5_place_dp: 16.8 / 0.470 / 198 / 0.0333 / 1300
2_1_floorplan: - / 0.427 / 69 / 0.583 / 871
3_3_place_gp: 16.8 / 0.461 / 198 / 0.0467 / 1300
[layout make-up]
cell class / count / area share, %
sequential: 24 / 35.5
clock buffer: 4 / 4.06
multi-input combinational: 40 / 25.1
timing repair buffer: 32 / 26.0
tap: 102 / 9.40
[timing repair]
action | in CTS | in global routing
endpoints found under the setup margin | 0 | 3
resized | 0 | 3
hold buffers | 0 | 0
[sequential cells by signal, summed over array words and instances (netlist names)]
signal           cells
regCh1.data_out      8
regCh2.data_out      8
data_out             8
Power is estimated from default activity; no workload was simulated.
